$ cat /design/flow/config.mk
export PLATFORM = sky130hd
export DESIGN_NAME = datapath_section3
export DESIGN_NICKNAME = datapath_section3
export VERILOG_FILES = /design/flow/design.v
export SDC_FILE = /design/flow/constraint.sdc
export NUM_CORES = 4
export LEC_CHECK = 1
export CORE_UTILIZATION = 40
$ cat /design/flow/constraint.sdc
current_design datapath_section3

set clk_period 5.7
set clk_io_pct 0.2

create_clock -name clk0 -period $clk_period [get_ports {CLK}]

set non_clock_inputs [all_inputs -no_clocks]
set_input_delay [expr $clk_period * $clk_io_pct] -clock clk0 $non_clock_inputs
set_output_delay [expr $clk_period * $clk_io_pct] -clock clk0 [all_outputs]
$ cat /design/flow/design.v
`timescale 1ns / 1ps
module add_one(
	input [15:0] sel0,
	input [15:0] sel1,
	output reg [15:0] out);
	always @(*)
		out = sel0 + sel1;
endmodule
`timescale 1ns / 1ps
module datapath_section3(
    	 input [15:0] sub,
   	 input [15:0] two,
	 input [15:0] one,
   	 input CTRL3,
	 input CTRL4,
	 input CTRL5,
	 input CTRL8,
	 input CTRL9,
	 input CLK,
   	 output wire [15:0] a1out,
	 output wire [15:0] mout);
	 wire [15:0] A;
	 wire [15:0] B;
	 wire [15:0] C;
	 wire [15:0] D;
	 wire [15:0] E;
	 wire [15:0] F;
	 mux32x1x16 mux_1 (
     	        .mux_input0(E),
		.mux_input1(two),
		.selector(CTRL3),
     	        .mux_output(B));
	 mux32x1x16 mux_2 (
      		.mux_input0(sub),
		.mux_input1(B),
		.selector(CTRL4),
     	        .mux_output(C));
	 register reg_a1 (
		.in(C),
		.CLK(CLK),
		.write_enabled(CTRL8),
		.out(D));
	 add_one add_one (
      		.sel0(F),
		.sel1(one),
      		.out(A));
	register reg_hold_m (
	 	.in(A),
	 	.CLK(CLK),
	 	.write_enabled(CTRL5),
	 	.out(E));
	register reg_m (
	 	.in(B),
	 	.CLK(CLK),
	 	.write_enabled(CTRL9),
	 	.out(F));
	 assign a1out = D;
	 assign mout = F;
endmodule
`timescale 1ns / 1ps
module mux32x1x16(
	 input [15:0] mux_input0,
    	 input [15:0] mux_input1,
    	 input selector,
    	 output reg [15:0] mux_output);
	always @ (mux_input0 or mux_input1 or selector)
		begin
				case(selector)
					0:
						begin
							 mux_output = mux_input0;
						end
					1:
						begin
							 mux_output = mux_input1;
						end
				endcase
			end
endmodule
`timescale 1ns / 1ps
module register(
	input [15:0] in,
	input CLK,
	input write_enabled,
	output reg[15:0] out);
	always @ (posedge(CLK)) begin
		if (write_enabled)
			begin  
				out <= in;
			end
		end
endmodule
$ cat /design/flow/run.sh
#!/bin/bash
# OpenROAD 26Q1-2900-gdf79404cd8, Yosys 0.63+post, stock flow scripts
make -C /OpenROAD-flow-scripts/flow DESIGN_CONFIG=/design/flow/config.mk WORK_HOME=/design/flow/orfs finish
==> flow_summary_export.csv <==
group,metric,value,unit
timing,whs,569,ps
power_and_ir_drop,ir_drop,0.145,mV
setup_path,critPathSlowestCell,"clkdlybuf4s50_1",
placement,port_buffers,85,
die,core_area,0.00603,mm2
yosys,aoi_share,10.2,%
timing,setup_violations,0,
drt,drtPass1Iterations,4,
setup_path,crit_start,"one[0]",
yosys,ys_ff,48,
cts,clockBufferDepth,2,
grt,grt_pass1_vias,1766,
timing,setup_slack,2430,ps
timing,rsz0062_at_grt,"false",
cts,cts_setup_buffers,0,
setup_path,cp_slowest_stage_delay,410,ps
setup_path,cp_cell_sequence,"clkdlybuf4s50_1, ha_1, fa_1, a21o_2, a311oi_2, o21ai_1, a311oi_1, nor3_1",
yosys,synth_area,0.00256,mm2
die,die_y,81.9,um
timing,fmax,0.306,GHz
yosys,synth_cells,184,
cts,clk_latency,300,ps
finish,fin_area,0.00359,mm2
min_path,holdPathStages,1,
drt,wl_per_cell,15.7,um
setup_path,crit_path_max_fanout,3,
grt,grtUsageTotal,18.2,%
cts,h-tree-depth,2,
drt,vias_per_cell,5.19,
die,die_w,81.9,um
placement,place_congestion,0.903,
yosys,ys_sh_adder,8.13,%
die,rows,28,
timing,min_period_over_period,57.4,%
setup_path,r2r-end,"reg_hold_m.out[10]$_DFFE_PP_",
setup_path,path_delay_family,"AND-OR/OR-AND gates",
cts,root_buffer,"clkbuf_8",
setup_path,r2r_slack,3250,ps
drt,drcViolationCount,0,
drt,vias,1821,
placement,placed_cell_area,0.00351,mm2
die,chipArea,0.00671,mm2
grt,grt_start_max_net_pins,17,
setup_path,cp-end-kind,"register",
grt,antenna_found_initial,0,
timing,slew_violations,0,
die,fp_util,42.4,%
min_path,hold_class,"register to register",
setup_path,cp-endpoint,"reg_hold_m.out[10]$_DFFE_PP_",
cts,cts_tree,"yes",
power_and_ir_drop,power.leakage,1.30,nW
grt,grt_pass1_wl,8510,um
yosys,ys_types,34,
grt,grt_remaining_overflow,0,
timing,period_needed,3270,ps
cts,clock_sinks,48,
setup_path,crit_type,"primary input to register",
cts,cts_inserted_buffers,5,
yosys,synth-area-yosys,0.00256,mm2
setup_path,rr_worst_depth,7,
yosys,synthXorXnorAreaFrac,5.14,%
flow_run,warning_count,26,
placement,place_ws,2130,ps
flow_run,maxCapViolations,0,
yosys,ys_seq_share,56.4,%
drt,n_antenna_cell,0,
cts,clk_pin_slew,80,ps
yosys,top_logic_kind,"multiplexers",
timing,fin_tns_setup,0,ps
yosys,ys_cells,184,
setup_path,cp.arrival,3310,ps
setup_path,critPathBufInv,1,
power_and_ir_drop,powerDensity,250,mW/mm2
setup_path,required,5740,ps
timing,tightestPinTransition,777,ps
cts,cts_resized,0,
cts,cts_hold_buf,0,
placement,dp_hpwl,4110,um
drt,drtIter0Drc,62,
setup_path,rr_startpoint,"reg_m.out[0]$_DFFE_PP_",
finish,syn_to_final_growth,40.5,%
timing,hold_viol,0,
timing,fin_skew,7.28,ps
yosys,yosys_warnings,3,
setup_path,cp_num_cells,8,
setup_path,critPathLaunchType,"primary input",
drt,detail-route-antenna-nets,0,
status,status,"finished, final reports clean",
timing,maxSlewHeadroom,48.0,%
yosys,mux_share,14.5,%
finish,drive_gt1_share,16.7,%
die,pin_count,86,
yosys,ys_sh_simple,4.31,%
drt,routed_wl,5520,um
yosys,avgSynthCellArea,13.9,um2
cells in the mapped netlist:
| library cell | number | area (um2) |
|---|---|---|
| xor2_1 | 5 | 43.8 |
| mux2i_1 | 1 | 10.0 |
| a21o_1 | 2 | 15.0 |
| a2111oi_1 | 1 | 10.0 |
| xnor2_1 | 10 | 87.6 |
| ha_1 | 15 | 188 |
| nor3_1 | 2 | 10.0 |
| and3_1 | 1 | 6.26 |
| nor2_1 | 5 | 18.8 |
| or2_2 | 1 | 6.26 |
| fa_1 | 1 | 20.0 |
| a311oi_1 | 1 | 8.76 |
| o21ai_1 | 1 | 5.00 |
| or3_1 | 1 | 6.26 |
| a21o_2 | 1 | 8.76 |
| o211ai_1 | 3 | 22.5 |
| o21bai_1 | 2 | 15.0 |
| a21oi_1 | 16 | 80.1 |
| a2bb2oi_1 | 1 | 8.76 |
| clkbuf_1 | 4 | 15.0 |
| a311oi_2 | 1 | 15.0 |
| a31oi_1 | 1 | 6.26 |
| mux2_2 | 32 | 360 |
| clkinv_1 | 1 | 3.75 |
| inv_1 | 3 | 11.3 |
| buf_2 | 1 | 5.00 |
| nand3_1 | 6 | 30.0 |
| a211oi_2 | 1 | 12.5 |
| nor2b_1 | 1 | 6.26 |
| nand2_1 | 7 | 26.3 |
| o21ai_0 | 6 | 30.0 |
| o41ai_2 | 1 | 16.3 |
| o22ai_1 | 1 | 6.26 |
| edfxtp_1 | 48 | 1440 |
sequential cells by signal, summed over array words and instances, names as in the netlist:
register,cells
reg_a1.out,16
reg_hold_m.out,16
reg_m.out,16
area by class of cell:
| cell class | instances | area [um2] |
|---|---|---|
| Fill cell | 503 | 2430 |
| Sequential cell | 48 | 1440 |
| Multi-Input combinational cell | 127 | 1080 |
| Timing Repair Buffer | 89 | 881 |
| Tap cell | 75 | 93.8 |
| Clock buffer | 7 | 76.3 |
| Inverter | 4 | 15.0 |
| Clock inverter | 1 | 3.75 |
where the power goes:
| group | switching (mW) | internal, mW | leakage (nW) |
|---|---|---|---|
| registers | 0.0153 | 0.448 | 0.470 |
| clock network | 0.108 | 0.0856 | 0.0399 |
| logic | 0.0973 | 0.144 | 0.795 |
cells in the final DEF (no fill, tap or decap), drive strengths merged:
| cell | netlist | final |
|---|---|---|
| inv | 3 | 3 |
| o211ai | 3 | 3 |
| and3 | 1 | 1 |
| clkbuf | 4 | 7 |
| a2111oi | 1 | 1 |
| or3 | 1 | 1 |
| nor2b | 1 | 1 |
| a2bb2oi | 1 | 1 |
| clkdlybuf4s50 | 0 | 85 |
| mux2 | 32 | 32 |
| a311oi | 2 | 2 |
| o22ai | 1 | 1 |
| xor2 | 5 | 5 |
| nand3 | 6 | 6 |
| a31oi | 1 | 1 |
| or2 | 1 | 1 |
| o21ai | 7 | 7 |
| a21o | 3 | 3 |
| a21oi | 16 | 16 |
| nor3 | 2 | 2 |
| fa | 1 | 1 |
| mux2i | 1 | 1 |
| nor2 | 5 | 5 |
| nand2 | 7 | 7 |
| buf | 1 | 4 |
| o41ai | 1 | 1 |
| edfxtp | 48 | 48 |
| o21bai | 2 | 2 |
| a211oi | 1 | 1 |
| xnor2 | 10 | 10 |
| ha | 15 | 15 |
| clkinv | 1 | 2 |
per-stage QoR:
| step | util (%) | instances | power [mW] |
|---|---|---|---|
| 3_3_place_gp | 58.3 | 343 | 0.716 |
| 3_5_place_dp | 58.3 | 343 | 0.714 |
| 4_1_cts | 59.6 | 351 | 0.910 |
| 2_1_floorplan | - | 184 | 0.597 |
| 6_report | 59.6 | 351 | 0.899 |
| 5_1_grt | 59.6 | 351 | 0.946 |
how the worst min path moves through the flow:
stage     slack [ps]                    startpoint                 endpoint
6_report         570  reg_hold_m.out[11]$_DFFE_PP_  reg_m.out[11]$_DFFE_PP_
5_1_grt          590  reg_hold_m.out[12]$_DFFE_PP_  reg_m.out[12]$_DFFE_PP_
4_1_cts          570  reg_hold_m.out[11]$_DFFE_PP_  reg_m.out[11]$_DFFE_PP_
cell families after synthesis:
kind of cell             after synthesis
AND-OR/OR-AND                         39
XOR/XNOR                              15
adder cells (fa/ha/maj)               16
buffers and inverters                  9
flip-flops                            48
multiplexers                          33
AND/OR/NAND/NOR                       24
layer usage:
metal	vias up	part of all wire, %	wire (um)	track usage (%)
li1	888	-	-	-
met2	73	46	2560	27.6
met1	855	45	2500	29.4
met3	5	7.1	391	4.40
met5	-	0	0	0
met4	0	1.1	62	1.75
Power is estimated from default activity; no workload was simulated.
