### flow/design.v
`timescale 1ns / 1ps
module datapath_section2(
    	 input [15:0] a0,
    	 input [15:0] a1out,
	 output wire gcd_done,
	 output wire compare,
	 output wire relprime_done,
    	 output wire [15:0] sub);
	 wire A;
	 wire B;
	 wire C;
	 wire D;
	 wire E;
	 wire [15:0] F;
	 wire [15:0] G;
	 wire [15:0] H;
	 equal_to_zero comparator0 (
	      .input0(a0),
	      .boolean(A));
	 equal_to_zero comparator1 (
	      .input0(a1out),
	      .boolean(B));
	 equal_to_one comparator2 (
	      .input0(a0),
	      .boolean(C));
	 equal_to_one comparator3 (
	      .input0(a1out),
	      .boolean(D));
	 greater_than comparator4 (
      	      .input0(a0),
	      .input1(a1out),
      	      .out(E));
	 mux32x1x16 mux0 (
      	      .mux_input0(a1out),
	      .mux_input1(a0),
	      .selector(E),
      	      .mux_output(F));
	 mux32x1x16 mux1 (
      	      .mux_input0(a0),
	      .mux_input1(a1out),
	      .selector(E),
      	      .mux_output(G));
	 subModule subModule (
	      .sel0(F),
	      .sel1(G),
	      .sub(H));
	assign gcd_done = A || B;
	assign relprime_done = C || D;
	assign sub = H;
	assign compare = E;
endmodule
`timescale 1ns / 1ps
module equal_to_one(
    input [15:0] input0,
    output reg boolean);
	always @(*)
		if(input0 == 1)
			begin
				boolean = 1;
			end
		else
			begin
				boolean = 0;
			end
endmodule
`timescale 1ns / 1ps
module equal_to_zero(
    input [15:0] input0,
    output reg boolean);
	always @(*)
		if(input0 == 0)
			begin
				boolean = 1;
			end
		else
			begin
				boolean = 0;
			end
endmodule
`timescale 1ns / 1ps
module greater_than(
    	 input [15:0] input0,
	 input [15:0] input1,
    	 output reg out);
	always @(*)
		if(input0 > input1)
			begin
				out = 1;
			end
		else
			begin
				out = 0;
			end
endmodule
`timescale 1ns / 1ps
module mux32x1x16(
	 input [15:0] mux_input0,
    	 input [15:0] mux_input1,
    	 input selector,
    	 output reg [15:0] mux_output);
	always @ (mux_input0 or mux_input1 or selector)
		begin
				case(selector)
					0:
						begin
							 mux_output = mux_input0;
						end
					1:
						begin
							 mux_output = mux_input1;
						end
				endcase
			end
endmodule
`timescale 1ns / 1ps
module subModule(
	input [15:0] sel0,
	input [15:0] sel1,
	output reg [15:0] sub);
	always @(*)
		if(sel0 > (sel1 << 12))
			begin
				sub = sel0 - sel1*4096;
			end
		else if(sel0 > (sel1 << 11))
			begin
				sub = sel0 - sel1*2048;
			end
		else if(sel0 > (sel1 << 10))
			begin
				sub = sel0 - sel1*1024;
			end
		else if(sel0 > (sel1 << 9))
			begin
				sub = sel0 - sel1*512;
			end
		else if(sel0 > (sel1 << 8))
			begin
				sub = sel0 - sel1*256;
			end
		else if(sel0 > (sel1 << 7))
			begin
				sub = sel0 - sel1*128;
			end
		else if(sel0 > (sel1 << 6))
			begin
				sub = sel0 - sel1*64;
			end
		else if(sel0 > (sel1 << 5))
			begin
				sub = sel0 - sel1*32;
			end
		else if(sel0 > (sel1 << 4))
			begin
				sub = sel0 - sel1*16;
			end
		else if(sel0 > (sel1 << 3))
			begin
				sub = sel0 - sel1*8;
			end
		else if(sel0 > (sel1 << 2))
			begin
				sub = sel0 - sel1*4;
			end
		else if(sel0 > (sel1 << 1))
			begin
				sub = sel0 - sel1*2;
			end
		else
			begin
				sub = sel0 - sel1;
			end
endmodule
### flow/run.sh
#!/bin/bash
# OpenROAD 26Q1-2900-gdf79404cd8, Yosys 0.63+post, stock flow scripts
make -C /OpenROAD-flow-scripts/flow DESIGN_CONFIG=/design/flow/config.mk WORK_HOME=/design/flow/orfs finish
### flow/config.mk
export PLATFORM = sky130hd
export DESIGN_NAME = datapath_section2
export DESIGN_NICKNAME = datapath_section2
export VERILOG_FILES = /design/flow/design.v
export SDC_FILE = /design/flow/constraint.sdc
export NUM_CORES = 4
export LEC_CHECK = 1
export CORE_UTILIZATION = 50
### flow/constraint.sdc
current_design datapath_section2

set clk_period 33.5
set clk_io_pct 0.2

create_clock -name clk0 -period $clk_period

set non_clock_inputs [all_inputs -no_clocks]
set_input_delay [expr $clk_period * $clk_io_pct] -clock clk0 $non_clock_inputs
set_output_delay [expr $clk_period * $clk_io_pct] -clock clk0 [all_outputs]
==> Slide: Implementation Results <==
Implementation Results

Status
  – Status: completed

Worst setup path
  – Critical Path AT: 16.13 ns
  – Crit path DRT: 26.80 ns
  – Worst Path Max Fanout: 67
  – Crit start category: input port
  – WS Path Type: input port to primary output
  – Crit. End Element: primary output

Floorplanning
  – Core area: 19,600 µm²
  – Floorplan core density: 51.3%
  – Site Rows: 51
  – Die height: 144 µm
  – # IOs: 51
  – Die area: 20,700 µm²
  – Die width: 144 µm

Timing
  – Slew Viols, Final: 0
  – Relative slew slack: 10.8%
  – Crit path time final: 22.83 ns
  – Fmax: 0.0438 GHz
  – Cycle use final: 68.2%
  – RSZ-0062 raised after global routing: false
  – Final Hold Viols: 0
  – Final setup vio count: 0
  – Setup Total Neg Slack: 0 ns
  – Worst-margin pin slew: 1.30 ns

Pwr
  – Pwr per Cell Area: 45.6 nW/µm²
  – LEAKAGE: 4.50 nW
  – VDD IR max: 0.0000191 V

Global route
  – First-pass GRT wire length: 68.4 mm
  – Pin count of the biggest net entering global routing: 100
  – Number of global-route vias before repair: 11,000
  – Global route overflow: 0
  – Initial antenna violation count: 0
  – Overall Global Routing Usage: 45.7%

Routing
  – Vias post-DR: 12,200
  – Vias per std cell: 6.94
  – TritonRoute pass-1 iters: 7
  – Routed Antenna Nets: 0
  – Wirelength per Cell: 26.5 µm
  – Drt total wl: 46.5 mm
  – DR iter-0 viols: 1,252
  – N_diodes: 0
  – Drt drc: 0

Yosys
  – Synth Instances: 1,481
  – Synthesized area per cell: 6.78 µm²
  – # Cells Yosys: 1,481
  – Chip Area, Yosys: 10,000 µm²
  – Mapped Area: 10,000 µm²
  – Unique cell types: 94
  – Yosys warnings: 5
  – Synth Seq Share: 0%

Layout
  – Clock buffers: 0
  – Share of post-route cells with drive strength above 1: 6.19%
  – Post-route cell area: 10,900 µm²
  – Flop area: 0 µm²
  – Seq Cell Count: 0
  – Most numerous logic cells after layout: nand2_1 (138), a21oi_1 (125), nor2_1 (103), ha_1 (103), xnor2_1 (85)
  – Dominant logic cell type in the layout: nand2_1
  – Layout area overhead: 8.24%
  – Fillers: 1,951

CTS
  – Cts repair resizes: 0
  – Hold buffer count at CTS: 0
  – Postcts setup bufs: 0

Place
  – DP HPWL: 36.0 mm
  – Gpl congestion: 1.12
  – Post-Place Cell Area: 10,900 µm²
  – IO buf count: 51

Min path
  – Hold Crit Class: input port to primary output

Job
  – Tool warning count: 32
  – Max Cap Violations: 0
-- synthesized netlist by cell type, types with 6 or more instances --
cell type | n | area, µm²
or3_1 | 10 | 62.6
nand3_1 | 46 | 230
nand4_1 | 20 | 125
a21o_1 | 37 | 278
o21ai_0 | 75 | 375
clkbuf_1 | 55 | 206
and3_1 | 13 | 81.3
buf_1 | 9 | 33.8
a31oi_1 | 34 | 213
nor2_1 | 103 | 387
o2111ai_1 | 13 | 114
o21a_1 | 10 | 75.1
fa_1 | 11 | 220
maj3_1 | 32 | 320
mux2_2 | 8 | 90.1
nor4_1 | 18 | 113
o22ai_1 | 10 | 62.6
o221ai_1 | 12 | 105
o31ai_1 | 11 | 82.6
inv_1 | 81 | 304
a221oi_1 | 12 | 105
nor2b_1 | 12 | 75.1
nand2b_1 | 19 | 119
o21ai_1 | 8 | 40.0
a2111oi_0 | 7 | 61.3
o21bai_1 | 7 | 52.6
ha_1 | 103 | 1290
o211ai_1 | 32 | 240
or2_2 | 6 | 37.5
xnor2_1 | 85 | 744
nor3_1 | 30 | 150
a211oi_1 | 22 | 165
nand2_1 | 138 | 518
buf_2 | 24 | 120
and2_1 | 15 | 93.8
mux2i_1 | 43 | 430
a21oi_1 | 126 | 631
or4_1 | 9 | 67.6
xor2_1 | 57 | 499
-- routing by layer --
metal / share of wire, % / GRT usage (%) / vias to the layer above / wire [µm]
li1: - / - / 5567 / -
met1: 39 / 60.3 / 5555 / 18200
met2: 42 / 67.6 / 827 / 19300
met3: 12 / 11.3 / 215 / 5590
met4: 7.2 / 25.9 / 0 / 3360
met5: 0 / 0 / - / 0
-- logic make-up (layout without fill, tap and decap cells) --
logic type,Yosys count,after routing,synth area share [%]
buffers and inverters,182,188,7.50
multiplexers,52,52,5.32
AND/OR/NAND/NOR,463,463,22.8
AND-OR/OR-AND,495,495,33.7
adder cells (fa/ha/maj),147,147,18.3
XOR/XNOR,142,142,12.4
-- layout make-up --
cell class / instances / area (µm²) / area share (%)
timing repair buffer: 101 / 898 / 8.27
multi-input combinational: 1299 / 9310 / 85.6
inverter: 87 / 332 / 3.05
tap: 265 / 332 / 3.05
-- worst max-delay path: stages --
cell,delay (ns)
clkdlybuf4s50_1,0.45
buf_4,0.27
clkinv_1,0.37
ha_1,0.49
nand4_1,0.27
a21oi_1,0.30
o311a_1,0.76
o21ai_4,0.15
inv_6,0.42
buf_4,0.52
nor2_1,0.13
a21oi_4,0.12
buf_4,0.44
ha_1,0.33
a21o_1,0.19
a311o_1,0.38
maj3_1,0.35
mux2i_1,0.28
a21boi_0,0.19
or4_1,0.60
nand2_1,0.55
nand2_1,0.38
nor2_1,0.38
o211ai_1,0.23
a211oi_1,0.29
clkdlybuf4s50_1,0.52
-- worst paths after layout --
path / startpoint / to / slack (ns) / cells past startpoint
max: a1out[4] / sub[6] / 10.67 / 26
min: a1out[0] / gcd_done / 14.55 / 4
-- where the power goes --
group | switching [mW] | internal [mW]
Sequential | 0 | 0
Combinational | 0.310 | 0.186
Clock | 0 | 0
-- through the flow --
step           hold WS, ns  setup slack [ns]  utilization, %  total power, mW  std cells
4_1_cts              14.55             11.02            55.5            0.480       1752
5_1_grt              14.58             10.19            55.5            0.528       1752
3_3_place_gp         14.54             11.09            55.5            0.479       1752
6_report             14.55             10.67            55.5            0.495       1752
3_5_place_dp         14.54             11.02            55.5            0.478       1752
2_1_floorplan        13.43             11.81               -            0.329       1481
Power is estimated from default activity; no workload was simulated.
